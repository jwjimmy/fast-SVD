==> design/flow/design.v <==
module alu (clk, out, a, b, shamt, funct, go, hi, lo);
	input clk;
	output reg [31:0] out;
	output reg [31:0] hi, lo;
	input [31:0] a, b;
	input [5:0] funct;
	input [4:0] shamt;
	input go;
	always @ (posedge go) begin
		case (funct)
			6'h00: out = a << shamt;  
			6'h02: out = a >> shamt;  
			6'h03: out = a >>> shamt;  
			6'h10: out = hi;  
			6'h12: out = lo;  
			6'h18: {hi, lo} = a * b;  
			6'h1A: 
			begin
			hi = a % b;
			lo = a / b;
			end
			6'h20: out = a + b;
			6'h22: out = a - b;
			6'h24: out = a & b;  
			6'h25: out = a | b;  
			6'h26: out = a ^ b;  
			6'h27: out = ~(a | b);  
			6'h2A: out = (a < b);  
			default: out = 32'b0;
		endcase
	end
endmodule
==> design/flow/run.sh <==
#!/bin/bash
# OpenROAD 26Q1-2900-gdf79404cd8, Yosys 0.63+post, stock flow scripts
make -C /OpenROAD-flow-scripts/flow DESIGN_CONFIG=/design/flow/config.mk WORK_HOME=/design/flow/orfs finish
==> design/flow/config.mk <==
export PLATFORM = sky130hd
export DESIGN_NAME = alu
export DESIGN_NICKNAME = alu
export VERILOG_FILES = /design/flow/design.v
export SDC_FILE = /design/flow/constraint.sdc
export NUM_CORES = 4
export LEC_CHECK = 1
export CORE_UTILIZATION = 50
==> design/flow/constraint.sdc <==
current_design alu

set clk_period 344.5
set clk_io_pct 0.2

create_clock -name clk0 -period $clk_period [get_ports {go}]

set non_clock_inputs [all_inputs -no_clocks]
set_input_delay [expr $clk_period * $clk_io_pct] -clock clk0 $non_clock_inputs
set_output_delay [expr $clk_period * $clk_io_pct] -clock clk0 [all_outputs]
==> metrics.yaml <==
global_route:
  grt_pass1_wl_um: 474000
  grt_overflow: 0
  grt_max_degree: 59
  grt_usage: 0.461
  grt_pass1_vias: 71200
  antenna_found_initial: 26
final_timing:
  rsz0062_at_grt: "false"
  tightest_slew_ns: 1.03
  relSlewSlack: 0.307
  fin_skew_ns: 0.0134
  whs_ns: 0.882
  fin_setup_tns_ns: 0
  finalSetupViolCount: 0
  fmax_mhz: 6.41
  slew_viol_final: 0
  hold_viol_final: 0
  min_period_ns: 155.92
  timing.final.crit_share: 0.453
final_layout:
  layout_top_cell: "nand2_1"
  n_fill_cell: 13500
  layout-drive-gt1-share: 0.0580
  final_cell_mix: "nand2_1 (1453), inv_1 (1137), nor2_1 (948)"
  syn_to_final_growth_pct: 6.03
die:
  ios: 173
  num_rows: 139
  initial_utilization: 0.506
  chip_area_mm2: 0.148
  die_w_um: 384
  chipHeight_um: 384
  coreArea_mm2: 0.144
setup_path:
  crit_family: "AND-OR/OR-AND gates"
  crit_top_cell: "ha_1"
  crit_path_end_kind: "flop"
  r2r_slack_ns: 342.12
  arrival_ns: 156.10
  worstPathBufferInverterCount: 21
  r2r_end: "out[29]"
  worst_path_largest_cell_delay_ns: 0.76
  reg2reg_from: "lo[29]"
  reg2regPathDepth: 5
  required_ns: 344.68
  slowest_stage: "clkdlybuf4s50_1"
  critPathKind: "in -> reg"
  critPathLaunchType: "input pin"
  cp_max_fo: 35
detailed_routing:
  post-route-drc-count: 0
  via_per_inst: 6.26
  drt_pre_antenna_iters: 12
  vias: 72300
  totalWireLength_um: 323000
  antenna_left: 0
  detail_route.wl_per_cell_um: 28.0
  drt_iter0_drc: 5899
hold_path:
  hp-class: "reg -> reg"
  worst_hold_startpoint: "lo[4]"
  hold_depth: 2
  whs_endpoint: "out[4]"
clock_tree:
  cts-root-buf: "clkbuf_16"
  cts_max_level: 3
  cts_buffer_depth: 2
  cts_tree: "done"
  cts_inserted_buffers: 9
  numClockSinks: 96
  cts_resized: 0
  clk_pin_slew_ns: 0.08
  worstSkewPairLatency_ns: 0.42
  cts_hold_buf: 0
  post_cts_buffers: 0
synth:
  netlist_instances: 9655
  synth_flops: 96
  synth_cell_type_count: 115
  async_reset_ff_frac: 0
  yosys.stat.seqShare: 0.0395
  synth_top_area_share: 0.246
  synth_stat.cells: 9655
  ys.warnings.count: 1
  flop_cell: "edfxtp_1"
  edf_count: 96
  netlist_area_mm2: 0.0730
  topCellsByArea: "fa_1 (25%), ha_1 (15%), nand2_1 (7.5%), inv_1 (5.9%), nor2_1 (4.9%)"
  yosys_area_mm2: 0.0730
  syn_avg_cell_area_um2: 7.56
  yosysTopAreaCell: "fa_1"
placement:
  dpl.hpwl_um: 257000
  gp_congestion: 1.11
  port-buffer-count: 171
run:
  drv_cap: 0
  warnings: 94
run_status:
  status: "complete, no violations"
## worst reg2reg max path, stage by stage, from the launching register on
cell      delay (ns)
edfxtp_1        0.64
a22oi_1         0.31
o21ai_0         0.12
a221oi_1        0.24
o21ai_0         0.15
or4_1           0.64
## logic make-up (layout without fill, tap and decap cells)
logic type	Yosys count	after routing	synth area share
simple gates	3208	3208	0.190
compound gates	2302	2302	0.206
fa+ha+maj	1789	1789	0.399
buf+inv	1634	1612	0.0844
xor+xnor	427	427	0.0512
mux	199	199	0.0303
flops	96	96	0.0395
other cells	0	10	0
## flip-flops by register name, summed over array words and instances, names as in the netlist
name / cells
out: 32
hi: 32
lo: 32
## how the worst max path moves through the flow
stage     start  slack, ns     end  cells after the start
4_1_cts   b[27]     190.61  hi[31]                    288
5_1_grt   b[27]     183.66  hi[31]                    288
6_report  b[27]     188.59  hi[31]                    287
## stage by stage
step	std cells	area, um2	util	worst slack (ns)
floorplan	9655	73000	-	205.05
global placement	11500	77100	0.534	190.80
detailed placement	11500	77100	0.534	190.47
CTS	11500	77400	0.536	190.61
global route	11500	77400	0.536	183.66
finish	11500	77400	0.536	188.59
## layout make-up
type                            instances  area [um2]  area share
Tap cell                             1903        2380      0.0307
Timing Repair Buffer                  418        3340      0.0431
Clock inverter                          7        85.1     0.00110
Inverter                             1178        4420      0.0571
Multi-Input combinational cell       7925       64100       0.828
Clock buffer                            9         225     0.00291
Antenna cell                           10        25.0    0.000323
Sequential cell                        96        2880      0.0372
## synth_stat cells (124+ instances only)
library cell	count
fa_1	899
a21o_1	222
o21a_1	143
nor3_1	150
inv_1	1152
mux2i_1	124
xnor2_1	251
ha_1	890
o21ai_0	476
nor2_1	952
clkbuf_1	323
nand3_1	139
nand2_1	1454
xor2_1	176
a21oi_1	624
## metal layers
metal / GRT usage / routed length (um) / up-vias
li1: - / - / 32800
met3: 0.234 / 45700 / 881
met2: 0.641 / 133000 / 3941
met1: 0.590 / 122000 / 34600
met4: 0.245 / 22200 / 42
met5: 0.0127 / 583 / -
